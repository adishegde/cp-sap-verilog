$ cat /design/flow/run.sh
#!/bin/bash
# OpenROAD 26Q1-2900-gdf79404cd8, Yosys 0.63+post, stock flow scripts
make -C /OpenROAD-flow-scripts/flow DESIGN_CONFIG=/design/flow/config.mk WORK_HOME=/design/flow/orfs finish
$ cat /design/flow/config.mk
export PLATFORM = sky130hd
export DESIGN_NAME = ALU_SAP
export DESIGN_NICKNAME = ALU_SAP
export VERILOG_FILES = /design/flow/design.v
export SDC_FILE = /design/flow/constraint.sdc
export NUM_CORES = 4
export LEC_CHECK = 1
export CORE_AREA = 10 10 70 70
export DIE_AREA = 0 0 80 80
$ cat /design/flow/constraint.sdc
current_design ALU_SAP

set clk_period 6.9
set clk_io_pct 0.2

create_clock -name clk0 -period $clk_period

set non_clock_inputs [all_inputs -no_clocks]
set_input_delay [expr $clk_period * $clk_io_pct] -clock clk0 $non_clock_inputs
set_output_delay [expr $clk_period * $clk_io_pct] -clock clk0 [all_outputs]
$ cat /design/flow/design.v
module ALU_SAP
	(
		input su, eu,
		input [7 : 0] fromAcc, fromBreg,
		output [7 : 0] toBus
	);
	wire [7 : 0] ans;
	TRI_STATE bus (ans, eu, toBus);
	assign ans = su ? (fromAcc - fromBreg) : (fromAcc + fromBreg);
endmodule
module TRI_STATE
	#(parameter w = 8)
	(input [w-1 : 0] i, input en, output [w-1 : 0] o);
	assign o = en ? i : 'bz;
endmodule
==> flow_metrics.rpt <==
==== FLOW RESULTS ====
----------------------------------------------------
[Run status]
  Outcome ........................ finished clean

[Detailed routing]
  Via-per-instance ratio ........................ approximately 3.6
  Ant diodes ........................ 0
  Via count of the routed design ........................ 473
  Detailed Routing Iterations Pass 1 ........................ 2
  DRC marker count from the first detailed-route iteration ........................ 12
  Post-route antenna net violation count ........................ 0
  Drc violations ........................ 0
  Final WL ........................ ~1.3 mm
  Routed wirelength normalized by instance count ........................ between 10 and 15 um

[GRT]
  Initial antenna violation count ........................ 0
  Global routing usage on met3 ........................ 1.136%
  Vias in the first global route ........................ ~510
  GR Layer Usage met2 ........................ approximately 6.4%
  GRT overflow ........................ 0
  Wire length of the first global-routing pass ........................ between 2 and 2.5 mm
  Global Route Usage Sum ........................ around 4.2%
  Met1 usage ........................ under 10%
  Most crowded layer after global routing ........................ met2
  Pin count of the biggest net entering global routing ........................ 8

[Place]
  Dpl hpwl ........................ about 1.2 mm
  # port buffers ........................ 25
  Gpl congestion ........................ just under 0.7

[Final timing]
  RSZ-0062 raised after global routing ........................ false
  Worst hold margin ........................ 3.759 ns
  Final count of hold timing violations ........................ 0
  Actual slew at the worst max-slew pin ........................ approximately 0.28 ns
  Headroom to the max-slew limit ........................ just over 80%
  Pins over their slew limit ........................ 0
  Final critical path time including I/O delays and setup ........................ 5.388 ns
  Setup Viol. Count Final ........................ 0
  Upper clock frequency limit ........................ about 0.19 GHz
  Post-layout period usage ........................ 78.09%
  Summed negative setup slack over all endpoints ........................ 0 ns

[Logic synthesis]
  Top logic family ........................ adder cells
  Adder-Cell Fraction of Synth Area ........................ approximately a quarter
  Library cell occupying the most area in the post-synthesis netlist ........................ sky130_fd_sc_hd__ha_1
  Post-synth area from yosys stat ........................ between 400 and 500 um^2
  Area contributors post-synth ........................ sky130_fd_sc_hd__ha_1, sky130_fd_sc_hd__xnor2_1, sky130_fd_sc_hd__inv_1
  Share of the synthesized area in the top cell type ........................ 21.45%
  Gate count after technology mapping ........................ between 60 and 70
  Post-synthesis cell area ........................ ~470 um^2
  Tally of yosys warning messages ........................ 1
  Xor and xnor fraction of the mapped netlist area ........................ about 23%
  Share of the yosys chip area belonging to registers ........................ 0%
  Post-synthesis area per instance ........................ 7.651 um^2
  Count of distinct cell types in the synthesized netlist ........................ 23
  Fraction of the mapped netlist area in compound gates ........................ about a fifth
  Synth Area in Simple Gates ........................ 20.64%
  Multiplexer fraction of the synthesized cell area ........................ 2.145%
  Cells in synth_stat.txt ........................ between 60 and 70

[Final layout]
  Proportion of layout cells with a drive suffix above 1 ........................ ~4.7%
  Filler cell count in the final layout ........................ between 300 and 400
  Seq Cell Count ........................ 0
  CLK BUF ........................ 0
  Layout-stage area growth over the synthesis result ........................ 65.15%
  Commonest non-fill, non-tap cells in the layout ........................ sky130_fd_sc_hd__clkdlybuf4s50_1, sky130_fd_sc_hd__xnor2_1, sky130_fd_sc_hd__inv_1
  Logic area ........................ between 400 and 500 um^2
  Storage cell area ........................ 0 um^2
  Commonest non-fill, non-tap cell in the layout ........................ sky130_fd_sc_hd__clkdlybuf4s50_1

[Job]
  Max Cap Violations ........................ 0
  Count of warning messages emitted by the tools ........................ 33

[Power]
  Switching Fraction ........................ 36.21%
  Cell-internal power ........................ approximately 0.000055 W
  Share of total power in sequential cells ........................ 0%
  VDD IR-drop max ........................ 0.04804 mV
  Power per unit of standard cell area ........................ ~110 mW/mm^2
  Portion of total power attributed to the clock network ........................ 0%
  Pleak ........................ roughly 0.31 nW
  Combinational cell fraction of total power ........................ around 100%
  Switching component of the power ........................ between 0.00003 and 0.00004 W

[Floorplan]
  Ports ........................ 26
  Initial core utilization ........................ a little over an eighth
  Core area ........................ ~0.0034 mm^2
  Area of the die ........................ ~0.0064 mm^2
  FP Rows ........................ 21
  Die Ht ........................ roughly 80 um
  DIE WIDTH ........................ roughly 80 um

[Worst setup path]
  Kind of launch point of the worst setup path ........................ input port
  Required time worst endpoint ........................ roughly 5.5 ns
  Crit Path Class ........................ in2out
  Largest fanout of any net on the critical path ........................ 3
  CP Capture Type ........................ output port
  Arrival time at the worst endpoint ........................ 4.01 ns

[CTS]
  Post-CTS Resized ........................ 0
  CTS hold repair buffers ........................ 0
  Post-CTS setup buffer count ........................ 0

[Hold path]
  Hold path startpoint ........................ fromAcc[0]
  Class of the tightest hold or removal check ........................ in2out
  Capture endpoint of the worst hold path ........................ toBus[0]
  Hold path depth ........................ 5

----------------------------------------------------
cell usage after synthesis (2+ instances only):
cell type	count
sky130_fd_sc_hd__xnor2_1	10
sky130_fd_sc_hd__ha_1	8
sky130_fd_sc_hd__nor2b_1	3
sky130_fd_sc_hd__nor3_2	2
sky130_fd_sc_hd__a21oi_1	3
sky130_fd_sc_hd__nor2_1	5
sky130_fd_sc_hd__xor2_1	2
sky130_fd_sc_hd__nand3b_1	2
sky130_fd_sc_hd__inv_1	9
sky130_fd_sc_hd__a31oi_1	4
routing by layer:
| metal | up-vias | part of all wire [%] |
|---|---|---|
| met2 | 17 | 41 |
| li1 | 262 | - |
| met1 | 194 | 52 |
| met3 | 0 | 7.7 |
| met4 | 0 | 0 |
| met5 | - | 0 |
worst max-delay path, stage by stage:
cell	delay, ns
sky130_fd_sc_hd__clkdlybuf4s50_1	0.53
sky130_fd_sc_hd__inv_1	0.06
sky130_fd_sc_hd__ha_1	0.27
sky130_fd_sc_hd__mux2i_1	0.10
sky130_fd_sc_hd__fa_1	0.46
sky130_fd_sc_hd__a21o_1	0.19
sky130_fd_sc_hd__a21oi_2	0.18
sky130_fd_sc_hd__nor2b_1	0.07
sky130_fd_sc_hd__o311ai_2	0.25
sky130_fd_sc_hd__clkdlybuf4s50_1	0.52
cell families after synthesis:
kind of cell	Yosys count
buf+inv	10
mux	1
fa+ha+maj	9
compound gates	13
simple gates	16
xor+xnor	12
cell type report:
| cell class | count | area share [%] |
|---|---|---|
| inverters | 9 | 4.383 |
| repair buffers | 25 | 32.47 |
| well taps | 46 | 7.468 |
| multi-input cells | 51 | 55.68 |
per-stage QoR:
stage               area [um^2]  setup WS, ns  std cells  util (%)  total power, W
floorplan                 466.7         2.729         61         -      0.00004114
global placement          770.7         1.506        131     22.56      0.00008686
detailed placement        770.7         1.482        131     22.56      0.00008752
CTS                       770.7         1.473        131     22.56      0.00008871
global route              770.7         1.347        131     22.56      0.00009746
finish                    770.7         1.512        131     22.56      0.00008609
worst max path at each step:
stage,depth (start not counted),from,end,slack (ns)
after CTS,10,fromBreg[0],toBus[6],1.47
after global routing,11,fromBreg[0],toBus[6],1.35
final,10,fromBreg[0],toBus[6],1.51
power groups by stage:
stage	logic (W)	clock network (W)	registers, W
after CTS	0.0000887	0	0
after global routing	0.0000975	0	0
final	0.0000861	0	0
Power is estimated from default activity; no workload was simulated.
