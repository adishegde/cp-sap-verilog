### /design/flow/design.v
module IR_SAP
	(
		input clk, clr, li, ei,
		input [7 : 0] in,
		output [3 : 0] tobus,
		output reg [3 : 0] tocs
	);
	reg [3 : 0] temp;
	TRI_STATE #(4) bus (temp, ei, tobus);
	always @ (posedge clk, posedge clr)
		if(clr) {tocs, temp} <= 8'h00;
		else if(li) {tocs, temp} <= in;
endmodule
module TRI_STATE
	#(parameter w = 8)
	(input [w-1 : 0] i, input en, output [w-1 : 0] o);
	assign o = en ? i : 'bz;
endmodule
### /design/flow/run.sh
#!/bin/bash
# OpenROAD 26Q1-2900-gdf79404cd8, Yosys 0.63+post, stock flow scripts
make -C /OpenROAD-flow-scripts/flow DESIGN_CONFIG=/design/flow/config.mk WORK_HOME=/design/flow/orfs finish
### /design/flow/config.mk
export PLATFORM = sky130hd
export DESIGN_NAME = IR_SAP
export DESIGN_NICKNAME = IR_SAP
export VERILOG_FILES = /design/flow/design.v
export SDC_FILE = /design/flow/constraint.sdc
export NUM_CORES = 4
export LEC_CHECK = 1
export CORE_AREA = 10 10 70 70
export DIE_AREA = 0 0 80 80
### /design/flow/constraint.sdc
current_design IR_SAP

set clk_period 1.0
set clk_io_pct 0.2

create_clock -name clk0 -period $clk_period [get_ports {clk}]

set non_clock_inputs [all_inputs -no_clocks]
set_input_delay [expr $clk_period * $clk_io_pct] -clock clk0 $non_clock_inputs
set_output_delay [expr $clk_period * $clk_io_pct] -clock clk0 [all_outputs]
==> Changelog: implementation <==
### Metrics

* Yosys top cell by area: dfrtp_1
* Comb gate area at between 100 and 150 sq um
* Post-DP HPWL at between 700 and 800 um
* FP Core Util at 0.09817
* Final Slew Violations at 0
* Sink Count at 8
* Reg area at 200.2 sq um
* Fillers at 397
* RSZ-0062 raised after global routing: yes
* Post-synthesis cell area at 335.3 sq um
* CP max-delay cell: dfrtp_1
* Tally of unique sky130hd cells used after synthesis at 4
* Setup TNS at 0 ns
* GPL Wtd Cong at 0.6348
* #FFs+latches synth at 8
* DR pass1 iterations at 2
* CTS buffer count at 3
* Worst path top cell family by delay: flip-flops
* Endpoints failing setup at 0
* OpenROAD warning count at 27
* Leakage at 0.2913 nW
* Crit start category: flop
* First-pass GRT wire length at 1407 um
* ANT nets after route at 0
* Hold WC Path Type: input port to async pin
* Io pins at 20
* Ao+oa area frac at 0
* Multiplexer share at 0.3582
* Clock transition at the registers of the reported paths at 0.05 ns
* GR Overflow Total at 0
* Relative slew slack at 0.7858
* CP cell instances: buf_2
* Peak supply drop at 0.4650 mV
* Top cell excl fill/tap: clkdlybuf4s50_1
* Crit path DAT at 0.75 ns
* H-Tree Level Count at 1
* Min cycle time layout at 0.9514 ns
* Finished Core Util at 0.1802
* Die Y at 80 um
* Adder Area Share at 0
* Worst stage delay on the critical path at 0.38 ns
* Xor/xnor share at 0
* Share of the synthesized area in the top cell type at 0.5970
* Root buffer cell: clkbuf_4
* Vias at 245
* Hold_ws at 0.2131 ns
* Yosys warns at 2
* P&R area growth vs syn at 83.58%
* Final wirelength at between 900 and 1000 um
* Post-synth area hogs: dfrtp_1 (60%), mux2_4 (36%), buf_6 (3.4%)
* Hold_buf cts at 0
* ANT cells at 0
* Clock latency on the worst-skew pair at 0.25 ns
* Required @ worst endpoint at 0.80 ns
* FP Rows at 21
* Initial antenna violation count at 0
* Maxcap violations at 0
* Most numerous logic cells after layout: clkdlybuf4s50_1 (9), mux2_4 (8), buf_2 (8), dfrtp_1 (8), buf_4 (4)
* Critical path type: flop to output pin
* Fmax at 1051 MHz
* CTS tree: built
* Layout cell share with drive strength beyond 1 at 0.5778
* Fin crit share at 0.9514
* Clk_skew at 0 ns
* Syn Inst Count at 18
* Wire per inst at slightly above 10 um
* Worst slew pin tran at 0.3209 ns
* Crit path capture type: output pin
* Final Hold Fails at 0
* Buffers and inverters on the worst path at 1
* Synth logic family: multiplexers
* Die Wd at 80 um
* DRT iter0 DRCs at 4
* Sequential area share after synthesis at 0.5970
* CORE AREA at 3416 sq um
* DIE AREA at 6400 sq um
* I/O Buffers at 18
* Vias in the first global route at approximately 280
* Crit-path max FO at 2
* Residual DRC at 0
* Largest net degree at the start of global routing at 9
* CTS max path bufs at 2
* Pwr per Cell Area at 1287 nW/um^2
* Gr usage total at 0.02933
* Chip Area, Yosys at between 300 and 400 sq um
* And+or+nand+nor area frac at 0
* Syn_area_per_cell at 18.63 sq um
* Avg Vias per Cell at 2.692
* Ys cells at 18
* Status: finished, final reports clean
power by group:
group / total [mW] / internal [mW] / switching (mW)
logic: 0.180 / 0.139 / 0.0414
registers: 0.375 / 0.357 / 0.0184
clock network: 0.237 / 0.137 / 0.100
cell usage after synthesis:
library cell and n:
buf_6 1, mux2_4 8, dfrtp_1 8, inv_1 1
timing repair:
| action | CTS | global route |
|---|---|---|
| buffers inserted | 5 | 0 |
| gates cloned | 0 | 0 |
| setup endpoints to repair | 16 | 3 |
| resized | 25 | 2 |
layer usage:
metal	part of all wire	global-route usage
met1	0.49	0.03779
met3	0.14	0.02614
met4	0	0.001761
met5	0	0
met2	0.36	0.03692
path summary, 6_finish.rpt:
| check | start | endpoint | slack [ns] | cells after the start |
|---|---|---|---|---|
| setup / recovery | temp[1]$_DFFE_PP0P_ | tobus[1] | 0.05 | 1 |
| hold / removal | clr | tocs[2]$_DFFE_PP0P_ | 0.21 | 2 |
| setup reg to reg | temp[1]$_DFFE_PP0P_ | temp[1]$_DFFE_PP0P_ | 0.12 | 2 |
| hold reg to reg | temp[2]$_DFFE_PP0P_ | temp[2]$_DFFE_PP0P_ | 0.51 | 1 |
| max in group asynchronous | clr | tocs[0]$_DFFE_PP0P_ | 0.55 | 2 |
| min in group clk0 | temp[2]$_DFFE_PP0P_ | temp[2]$_DFFE_PP0P_ | 0.51 | 1 |
registers in the layout, indices dropped and copies added (netlist names):
register  flops
temp          4
tocs          4
per-stage QoR:
| step | setup slack (ns) | instances | cell area [sq um] | total power, mW |
|---|---|---|---|---|
| 2_1_floorplan | 0.2579 | 18 | 335.3 | 0.4365 |
| 3_3_place_gp | -0.2790 | 86 | 611.8 | 0.5794 |
| 3_5_place_dp | -0.2917 | 86 | 611.8 | 0.5811 |
| 4_1_cts | 0.005720 | 94 | 630.6 | 0.8228 |
| 5_1_grt | -0.0005743 | 91 | 615.6 | 0.8511 |
| 6_report | 0.04860 | 91 | 615.6 | 0.7925 |
kinds of logic after synthesis:
logic type,Yosys count
multiplexers,8
flip-flops,8
buffers and inverters,2
area by class of cell:
type / count / share of cell area
inverter: 1 / 0.006098
sequential: 8 / 0.3252
clock buffer: 3 / 0.03659
timing repair buffer: 25 / 0.3435
tap: 46 / 0.09350
multi-input combinational: 8 / 0.1951
Power is estimated from default activity; no workload was simulated.
