File: flow/run.sh
#!/bin/bash
# OpenROAD 26Q1-2900-gdf79404cd8, Yosys 0.63+post, stock flow scripts
make -C /OpenROAD-flow-scripts/flow DESIGN_CONFIG=/design/flow/config.mk WORK_HOME=/design/flow/orfs finish
File: flow/config.mk
export PLATFORM = sky130hd
export DESIGN_NAME = PC_SAP
export DESIGN_NICKNAME = PC_SAP
export VERILOG_FILES = /design/flow/design.v
export SDC_FILE = /design/flow/constraint.sdc
export NUM_CORES = 4
export LEC_CHECK = 1
export CORE_AREA = 10 10 70 70
export DIE_AREA = 0 0 80 80
File: flow/constraint.sdc
current_design PC_SAP

set clk_period 1.1
set clk_io_pct 0.2

create_clock -name clk0 -period $clk_period [get_ports {clk}]

set non_clock_inputs [all_inputs -no_clocks]
set_input_delay [expr $clk_period * $clk_io_pct] -clock clk0 $non_clock_inputs
set_output_delay [expr $clk_period * $clk_io_pct] -clock clk0 [all_outputs]
File: flow/design.v
module PC_SAP
	(
		input clk, clr, cp, ep,
		output [3 : 0] toBUS
	);
	reg [3 : 0] counter;
	TRI_STATE #(4) bus (counter, ep, toBUS);
	always @ (posedge clk, posedge clr)
		if(clr) counter <= 4'h0;
		else if(cp) counter <= counter + 1;
endmodule
module TRI_STATE
	#(parameter w = 8)
	(input [w-1 : 0] i, input en, output [w-1 : 0] o);
	assign o = en ? i : 'bz;
endmodule
==> impl_metrics.yaml <==
# yosys + openroad results
route:
  dr.first_iter.drc_count: 3
  detailedRoute.firstPassIterationCount: 2
  antenna_cells_inserted: 0
  route.detailed.vias_per_inst: 1.959
  drc: 0
  drt-wirelength-per-cell_um: 7.315
  detail_route.wirelength_um: 534
  routed-via-count: 143
  route.antenna.remaining_nets: 0
grt:
  globalRouteOverflowTotal: 0
  first_global_vias: 164
  grt_antenna_before_repair: 0
  grt_start_max_net_pins: 5
  grt_pass1_wl_um: 903
  track_usage_pct: 2.040
logic_synthesis:
  yosys.stat.chipArea_um2: 170.2
  ys_top_cells_by_area: "sky130_fd_sc_hd__dfrtp_1 59%, sky130_fd_sc_hd__xnor2_1 10%, sky130_fd_sc_hd__ha_1 7.4%, sky130_fd_sc_hd__nand4_2 7.4%, sky130_fd_sc_hd__mux2_1 6.6%"
  post_synthesis_register_bit_count: 4
  yosysTopAreaCell: "sky130_fd_sc_hd__dfrtp_1"
  post_synthesis_cell_count: 12
  synth-warning-count: 2
  synthesis.area_per_instance_um2: 14.18
  seq_area_frac_synth_pct: 58.82
  syn_area_um2: 170.2
  number_of_cells_in_yosys_stat: 12
  synthDominantCellAreaShare_pct: 58.82
  synth_cell_type_count: 8
clocking:
  worst_skew_pair.late_latency_ps: 250
  holdBufCountCts: 0
  tritoncts: "done"
  cts_inserted_buffers: 3
  clock_tree_sinks: 4
  clk_pin_slew_ps: 40
  htree_num_levels: 1
  cts-root-to-sink-buffers: 2
  clock_tree.root_cell: "sky130_fd_sc_hd__clkbuf_4"
cells_and_area:
  layout-area-overhead-vs-synth_pct: 122.8
  final_cell_mix: "4 x sky130_fd_sc_hd__dfrtp_1, 4 x sky130_fd_sc_hd__clkdlybuf4s15_1, 4 x sky130_fd_sc_hd__buf_4"
  top_register: "counter"
  largest_register_ff_count: 4
  largest_regs: "counter x4"
  n_fill_cell: 394
  final_layout_size_suffix_gt1_share_pct: 44.44
  final-instance-count-excl-fill: 73
  stdcell_area_um2: 379.1
placement:
  placement.io_buffers: 6
  placed_area_um2: 302.8
  numPlacedInstances: 66
  place_congestion: 0.6898
min_path:
  worst_hold_path_type: "in2async"
floorplan:
  initCoreUtil_pct: 4.982
  die_height_um: 80
  floorplan.core_area_um2: 3416
  floorplan.rows: 21
  die_area_um2: 6400
  ioPinCount: 8
  die-width_um: 80
worst_setup_path:
  worstSetupPathType: "reg2reg"
  worst_setup_path_start_kind: "flop"
  cp_num_buf_inv: 1
  cp.arrival_ps: 1220
  family_with_the_most_delay_on_the_worst_path: "flip-flops"
  critical_path.slowest_cell: "sky130_fd_sc_hd__dfrtp_1"
  slowest_delay_ps: 380
  worst_setup_path_end_kind: "flop"
  worst-endpoint-required_ps: 1220
  critical_path_peak_fanout: 2
  crit_path_cell_trace: "buf_6 -> ha_4 -> mux2_4"
power_and_ir_drop:
  ir_worst_vdd_v: 0.0003880
  power_leakage_nw: 0.1556
  pwr_density_cell_nw_per_um2: 2654
sta:
  timing_hold_violations_final: 0
  finalClockPeriodUsage_pct: 99.71
  final_period_minus_worst_setup_slack_ps: 1097
  finClkSkew_ps: 6.426
  worst_pin_slew_ps: 227.9
  slew-limit-headroom_pct: 84.76
  maxSlewViolCount: 0
  totalNegativeSetupSlack_ps: 0
  rsz0062_at_grt: "true"
  setup_violating_endpoint_count_in_the_final_report: 0
  fmax_mhz: 911.7
job:
  stage_log_warnings: 27
  maxCapViolations: 0
status:
  outcome: "completed"
## power breakdown
group | total [mW] | leakage, nW | internal [mW] | switching (mW)
Clock | 0.190 | 0.0138 | 0.122 | 0.0678
Sequential | 0.277 | 0.0469 | 0.227 | 0.0502
Combinational | 0.539 | 0.0949 | 0.365 | 0.173
## path summary, 6_finish.rpt
path / startpoint / end / slack (ps) / cells past startpoint
max reg2reg: counter[0] / counter[1] / 3 / 3
min in group clk0: counter[3] / counter[3] / 540 / 2
max: counter[0] / counter[1] / 3 / 3
min reg2reg: counter[3] / counter[3] / 540 / 2
max in group asynchronous: clr / counter[1] / 790 / 2
min: clr / counter[0] / 160 / 2
## metrics by stage
step                setup slack (ps)  util (%)  hold slack [ps]  power [mW]
detailed placement            -151.5     8.864            414.6      0.6511
finish                         3.194     11.10            156.8       1.006
global placement              -145.3     8.864            417.8      0.6310
floorplan                      23.43         -           -13.92      0.3885
CTS                            2.173     10.99            166.5      0.9948
global route                  -33.41     11.10            177.5       1.100
## cell families (layout without fill, tap and decap cells)
logic type	count (synthesis)	in the layout	share of synthesized area, %
muxes	1	1	6.617
and+or+nand+nor	2	2	9.556
adders and majority gates	1	1	7.352
buffers and inverters	1	16	2.204
DFF	4	4	58.83
xor gates and xnor gates	3	3	15.44
## area by class of cell
class                           instances  area [um^2]  area share, %
Sequential cell                         4        100.1          26.40
Inverter                                1        3.754         0.9901
Tap cell                               46        57.56          15.18
Timing Repair Buffer                   12        112.6          29.70
Multi-Input combinational cell          7        82.58          21.78
Clock buffer                            3        22.52          5.941
## per-layer routing
| layer | global-route usage [%] | routed length (um) |
|---|---|---|
| met5 | 0 | 0 |
| met2 | 1.685 | 116 |
| met1 | 2.133 | 237 |
| met4 | 0.5282 | 18 |
| met3 | 3.636 | 163 |
## timing repair
item,in CTS,in global routing
gates resized,9,3
buffers inserted,4,0
endpoints found under the setup margin,5,4
## synthesized netlist by cell type
cell,number
sky130_fd_sc_hd__dfrtp_1,4
sky130_fd_sc_hd__xnor2_1,2
sky130_fd_sc_hd__ha_1,1
sky130_fd_sc_hd__inv_1,1
sky130_fd_sc_hd__mux2_1,1
sky130_fd_sc_hd__nand2_1,1
sky130_fd_sc_hd__nand4_2,1
sky130_fd_sc_hd__xor2_1,1
No activity file was given, so power comes from the tool's default toggle rates.
